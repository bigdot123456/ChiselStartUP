==> ./design.v <==
module MemFifo(
  input         clock,
  input         reset,
  output        io_enq_ready,
  input         io_enq_valid,
  input         io_enq_bits_sign,
  input  [7:0]  io_enq_bits_exponent,
  input  [22:0] io_enq_bits_significand,
  input         io_deq_ready,
  output        io_deq_valid,
  output        io_deq_bits_sign,
  output [7:0]  io_deq_bits_exponent,
  output [22:0] io_deq_bits_significand
);
  reg  mem_sign [0:13];  
  wire  mem_sign_data_en;  
  wire [3:0] mem_sign_data_addr;  
  wire  mem_sign_data_data;  
  wire  mem_sign_MPORT_data;  
  wire [3:0] mem_sign_MPORT_addr;  
  wire  mem_sign_MPORT_mask;  
  wire  mem_sign_MPORT_en;  
  reg  mem_sign_data_en_pipe_0;
  reg [3:0] mem_sign_data_addr_pipe_0;
  reg [7:0] mem_exponent [0:13];  
  wire  mem_exponent_data_en;  
  wire [3:0] mem_exponent_data_addr;  
  wire [7:0] mem_exponent_data_data;  
  wire [7:0] mem_exponent_MPORT_data;  
  wire [3:0] mem_exponent_MPORT_addr;  
  wire  mem_exponent_MPORT_mask;  
  wire  mem_exponent_MPORT_en;  
  reg  mem_exponent_data_en_pipe_0;
  reg [3:0] mem_exponent_data_addr_pipe_0;
  reg [22:0] mem_significand [0:13];  
  wire  mem_significand_data_en;  
  wire [3:0] mem_significand_data_addr;  
  wire [22:0] mem_significand_data_data;  
  wire [22:0] mem_significand_MPORT_data;  
  wire [3:0] mem_significand_MPORT_addr;  
  wire  mem_significand_MPORT_mask;  
  wire  mem_significand_MPORT_en;  
  reg  mem_significand_data_en_pipe_0;
  reg [3:0] mem_significand_data_addr_pipe_0;
  reg [3:0] readPtr;  
  wire [3:0] _nextVal_T_2 = readPtr + 4'h1;  
  wire [3:0] nextRead = readPtr == 4'hd ? 4'h0 : _nextVal_T_2;  
  reg [1:0] stateReg;  
  reg  emptyReg;  
  wire  _T_3 = ~emptyReg;  
  wire  _GEN_26 = io_deq_ready & _T_3;  
  wire  _GEN_45 = 2'h1 == stateReg ? _GEN_26 : 2'h2 == stateReg & _GEN_26;  
  wire  incrRead = 2'h0 == stateReg ? _T_3 : _GEN_45;  
  reg [3:0] writePtr;  
  wire [3:0] _nextVal_T_5 = writePtr + 4'h1;  
  wire [3:0] nextWrite = writePtr == 4'hd ? 4'h0 : _nextVal_T_5;  
  reg  fullReg;  
  wire  _T = ~fullReg;  
  wire  incrWrite = io_enq_valid & ~fullReg;  
  reg  shadowReg_sign;  
  reg [7:0] shadowReg_exponent;  
  reg [22:0] shadowReg_significand;  
  wire  _GEN_9 = incrWrite ? 1'h0 : emptyReg;  
  wire  _GEN_10 = incrWrite ? nextWrite == readPtr : fullReg;  
  wire  _GEN_16 = ~emptyReg ? 1'h0 : _GEN_10;  
  wire  _GEN_17 = ~emptyReg ? nextRead == writePtr : _GEN_9;  
  wire [1:0] _GEN_19 = _T_3 ? 2'h1 : 2'h0;  
  wire  _GEN_24 = io_deq_ready ? _GEN_16 : _GEN_10;  
  wire  _GEN_25 = io_deq_ready ? _GEN_17 : _GEN_9;  
  wire [1:0] _GEN_34 = io_deq_ready ? _GEN_19 : stateReg;  
  wire  _GEN_40 = 2'h2 == stateReg ? _GEN_25 : _GEN_9;  
  wire  _GEN_44 = 2'h1 == stateReg ? _GEN_25 : _GEN_40;  
  wire  _GEN_51 = 2'h0 == stateReg ? _GEN_17 : _GEN_44;  
  wire  _io_deq_bits_T = stateReg == 2'h1;  
  assign mem_sign_data_en = mem_sign_data_en_pipe_0;
  assign mem_sign_data_addr = mem_sign_data_addr_pipe_0;
  assign mem_sign_data_data = mem_sign[mem_sign_data_addr];  
  assign mem_sign_MPORT_data = io_enq_bits_sign;
  assign mem_sign_MPORT_addr = writePtr;
  assign mem_sign_MPORT_mask = 1'h1;
  assign mem_sign_MPORT_en = io_enq_valid & _T;
  assign mem_exponent_data_en = mem_exponent_data_en_pipe_0;
  assign mem_exponent_data_addr = mem_exponent_data_addr_pipe_0;
  assign mem_exponent_data_data = mem_exponent[mem_exponent_data_addr];  
  assign mem_exponent_MPORT_data = io_enq_bits_exponent;
  assign mem_exponent_MPORT_addr = writePtr;
  assign mem_exponent_MPORT_mask = 1'h1;
  assign mem_exponent_MPORT_en = io_enq_valid & _T;
  assign mem_significand_data_en = mem_significand_data_en_pipe_0;
  assign mem_significand_data_addr = mem_significand_data_addr_pipe_0;
  assign mem_significand_data_data = mem_significand[mem_significand_data_addr];  
  assign mem_significand_MPORT_data = io_enq_bits_significand;
  assign mem_significand_MPORT_addr = writePtr;
  assign mem_significand_MPORT_mask = 1'h1;
  assign mem_significand_MPORT_en = io_enq_valid & _T;
  assign io_enq_ready = ~fullReg;  
  assign io_deq_valid = _io_deq_bits_T | stateReg == 2'h2;  
  assign io_deq_bits_sign = stateReg == 2'h1 ? mem_sign_data_data : shadowReg_sign;  
  assign io_deq_bits_exponent = stateReg == 2'h1 ? mem_exponent_data_data : shadowReg_exponent;  
  assign io_deq_bits_significand = stateReg == 2'h1 ? mem_significand_data_data : shadowReg_significand;  
  always @(posedge clock) begin
    if (mem_sign_MPORT_en & mem_sign_MPORT_mask) begin
      mem_sign[mem_sign_MPORT_addr] <= mem_sign_MPORT_data;  
    end
    mem_sign_data_en_pipe_0 <= 1'h1;
    if (1'h1) begin
      mem_sign_data_addr_pipe_0 <= readPtr;
    end
    if (mem_exponent_MPORT_en & mem_exponent_MPORT_mask) begin
      mem_exponent[mem_exponent_MPORT_addr] <= mem_exponent_MPORT_data;  
    end
    mem_exponent_data_en_pipe_0 <= 1'h1;
    if (1'h1) begin
      mem_exponent_data_addr_pipe_0 <= readPtr;
    end
    if (mem_significand_MPORT_en & mem_significand_MPORT_mask) begin
      mem_significand[mem_significand_MPORT_addr] <= mem_significand_MPORT_data;  
    end
    mem_significand_data_en_pipe_0 <= 1'h1;
    if (1'h1) begin
      mem_significand_data_addr_pipe_0 <= readPtr;
    end
    if (reset) begin  
      readPtr <= 4'h0;  
    end else if (incrRead) begin  
      if (readPtr == 4'hd) begin  
        readPtr <= 4'h0;
      end else begin
        readPtr <= _nextVal_T_2;
      end
    end
    if (reset) begin  
      stateReg <= 2'h0;  
    end else if (2'h0 == stateReg) begin  
      if (~emptyReg) begin  
        stateReg <= 2'h1;  
      end
    end else if (2'h1 == stateReg) begin  
      if (io_deq_ready) begin  
        stateReg <= _GEN_19;
      end else begin
        stateReg <= 2'h2;  
      end
    end else if (2'h2 == stateReg) begin  
      stateReg <= _GEN_34;
    end
    emptyReg <= reset | _GEN_51;  
    if (reset) begin  
      writePtr <= 4'h0;  
    end else if (incrWrite) begin  
      if (writePtr == 4'hd) begin  
        writePtr <= 4'h0;
      end else begin
        writePtr <= _nextVal_T_5;
      end
    end
    if (reset) begin  
      fullReg <= 1'h0;  
    end else if (2'h0 == stateReg) begin  
      fullReg <= _GEN_16;
    end else if (2'h1 == stateReg) begin  
      fullReg <= _GEN_24;
    end else if (2'h2 == stateReg) begin  
      fullReg <= _GEN_24;
    end else begin
      fullReg <= _GEN_10;
    end
    if (!(2'h0 == stateReg)) begin  
      if (2'h1 == stateReg) begin  
        if (!(io_deq_ready)) begin  
          shadowReg_sign <= mem_sign_data_data;  
        end
      end
    end
    if (!(2'h0 == stateReg)) begin  
      if (2'h1 == stateReg) begin  
        if (!(io_deq_ready)) begin  
          shadowReg_exponent <= mem_exponent_data_data;  
        end
      end
    end
    if (!(2'h0 == stateReg)) begin  
      if (2'h1 == stateReg) begin  
        if (!(io_deq_ready)) begin  
          shadowReg_significand <= mem_significand_data_data;  
        end
      end
    end
  end
endmodule
==> ./run.sh <==
#!/bin/bash
# OpenROAD 26Q1-2900-gdf79404cd8, Yosys 0.63+post, stock flow scripts
make -C /OpenROAD-flow-scripts/flow DESIGN_CONFIG=/design/flow/config.mk WORK_HOME=/design/flow/orfs finish
==> ./config.mk <==
export PLATFORM = sky130hd
export DESIGN_NAME = MemFifo
export DESIGN_NICKNAME = MemFifo
export VERILOG_FILES = /design/flow/design.v
export SDC_FILE = /design/flow/constraint.sdc
export NUM_CORES = 4
export LEC_CHECK = 1
export CORE_UTILIZATION = 50
==> ./constraint.sdc <==
current_design MemFifo

set clk_period 15.5
set clk_io_pct 0.2

create_clock -name clk0 -period $clk_period [get_ports {clock}]

set non_clock_inputs [all_inputs -no_clocks]
set_input_delay [expr $clk_period * $clk_io_pct] -clock clk0 $non_clock_inputs
set_output_delay [expr $clk_period * $clk_io_pct] -clock clk0 [all_outputs]
==> out/qor.rpt <==
==========================================================================================
FFs w/ async S/R, synth                                                                 0%
Utilization of the core after routing                                                58.4%
Standard-cell row count                                                                 73
Proportion of power drawn by flip-flops and latches                                  50.6%
Total global-route track usage                                                       23.1%
Mux frac, synth                                                                      12.6%
Required @ worst endpoint                                                         12.40 ns
Transition time at the pin with the least slew margin                             0.786 ns
Number of enable-type register cells in the synthesized netlist                        480
Arrival time of data at the critical path endpoint                                 3.59 ns
Instance count of the mapped netlist                                                  1082
Full die area                                                                   41300 um^2
Cell area after synthesis                                                       20200 um^2
Nature of the critical path startpoint                                                flop
Resize count post-CTS                                                                    0
OpenROAD warnings                                                                       27
Number of failing setup endpoints in the final timing report                             0
Finished Layout Cells                                                                 1720
Ordered cell list for the critical path                                       buf_4 > mux4_2 > nand2b_1 > a32oi_2 > mux2_2 > clkdlybuf4s50_1
Clock edge transition at the registers on the reported setup and hold paths        0.05 ns
Portion of the post-synthesis area used by sequential elements                       72.9%
Outcome                                                                          completed
Most common reg cell                                                              edfxtp_1
Max stage delay on crit path                                                       0.72 ns
Synthesized area per cell                                                        18.7 um^2
Leakage                                                                            6.99 nW
Area fraction in compound gates                                                      7.70%
Vias after detailed routing                                                           9986
Setup slack of the worst register-to-register path                                12.81 ns
Number of global-route vias before repair                                            10400
Post-detailed-route via-to-cell ratio                                                 5.81
DRT antenna net count                                                                    0
Final hold vios                                                                          0
Total detailed-routing wirelength                                                 41600 um
Combinational Power Share                                                             5.3%
Worst skew pair latency                                                            0.58 ns
Main logic family after synthesis                                             multiplexers
Count of final max-slew check failures                                                   0
Adder-cell area share of the yosys netlist                                              0%
Max-slew headroom                                                                    47.5%
Switching share of power                                                             19.6%
Internal cell power                                                                2.40 mW
Number of max-cap violations                                                             0
Placeable core area                                                             39800 um^2
Worst-path cell with the longest stage delay                                       dfxtp_4
Number of detailed-routing iterations run before antenna repair                          4
GPL Wtd Cong                                                                         0.791
Worst min-delay path category                                                 flop to flop
Synthesized-area fraction occupied by xor and xnor cells                            0.260%
Number of setup buffers added after CTS                                                  0
Synth Warn #                                                                             1
Pwr/cell area                                                                  128 nW/um^2
Global-route wire length before repair                                            63300 um
Initial Util                                                                         50.8%
Fraction of final layout cells with drive strength greater than 1                    22.8%
Final worst path period share                                                        43.1%
Post-detailed-placement half-perimeter wirelength                                 20500 um
CTS root buffer                                                                  clkbuf_16
Yosys Chip Area                                                                 20200 um^2
Unrepaired setup endpoints after global routing                                      false
Timing-limited maximum frequency                                                   150 MHz
Number of DRC violations after detailed routing                                          0
Area Growth Syn to Fin                                                               14.9%
Number of antenna violations at the first check in global routing                        0
Ant. Diodes                                                                              0
H-tree levels                                                                            2
Die boundary width                                                                  203 um
Die outline height                                                                  203 um
TritonCTS buffer count                                                                  51
Endpoint kind of the worst setup timing path                                  primary output
Number of placed cells counting well taps                                             1628
Synth unique cells                                                                      46
Largest net degree at the start of global routing                                      120
Simple-gate share of the synthesized area                                            4.12%
Kind of critical path                                                         flop to primary output
Crit Path Max Fanout                                                                    37
Routed wirelength normalized by instance count                                     24.2 um
Maximum clock skew at final layout                                               0.0158 ns
Relative contribution of the clock network to total power                            44.1%
Hold-fix buffers at CTS                                                                  0
Initial detailed-routing violation count                                               392
Number of port buffers                                                                  69
TritonCTS clock tree                                                                  done
Total cells reported by yosys after synthesis                                         1082
Minimum period implied by the final worst setup slack                              6.69 ns
Worst-case vdd ir drop                                                           0.0884 mV
Post-synthesis sequential element count                                                497
Setup TNS after final layout                                                          0 ns
Sinks on Clock Net                                                                     497
Psw                                                                               0.586 mW
Grt total ovfl                                                                           0
Maximum root-to-sink buffer count                                                        3
Ports                                                                                   70
==========================================================================================
[through the flow]
stage | area, um^2 | hold slack [ns] | total power, mW | worst slack [ns]
3_5_place_dp | 21400 | 0.444 | 1.70 | 9.38
2_1_floorplan | 20200 | 0.329 | 1.63 | 8.61
5_1_grt | 23300 | 0.493 | 3.08 | 8.62
3_3_place_gp | 21400 | 0.452 | 1.70 | 9.39
6_report | 23300 | 0.465 | 2.99 | 8.81
4_1_cts | 23300 | 0.460 | 3.02 | 8.75
[cells in the mapped netlist, types with 2 or more instances]
cell type	number	area share, %
nor3_1	11	0.27
nand3_1	3	0.074
buf_2	15	0.37
a32o_1	2	0.099
o21ai_0	4	0.099
a32oi_1	18	0.78
mux2_4	28	2.1
o21ai_1	2	0.049
a21o_1	4	0.15
inv_1	6	0.11
buf_1	2	0.037
buf_4	7	0.26
nor2_1	13	0.24
nand2b_1	101	3.1
mux2_2	62	3.5
o211ai_2	17	1.1
a22o_1	4	0.17
buf_6	17	0.95
clkbuf_1	33	0.61
mux4_2	32	3.6
mux2i_1	64	3.2
a31oi_1	4	0.12
o221a_1	32	1.8
xnor2_1	5	0.22
mux2_1	7	0.39
nand2_1	7	0.13
a21oi_1	8	0.20
dfxtp_1	17	1.7
o211ai_1	48	1.8
a32oi_2	14	1.1
edfxtp_1	480	71
[cell type report]
class / instances / area, um^2
clock inverters: 25 / 413
repair buffers: 95 / 898
inverters: 7 / 26.3
multi-input cells: 504 / 5090
fillers: 2942 / 16600
flip-flops and latches: 497 / 14800
clock buffers: 67 / 1400
well taps: 525 / 657
[layer usage]
layer,up-vias,GRT usage (%),share of wire (%)
met5,-,0,0
met4,0,3.65,1.7
met3,53,11.5,11
met2,420,33.8,48
met1,4987,36.0,39
li1,4526,-,-
[flip-flops by register name, summed over array words and instances (netlist names), named ones only]
register               flops
fullReg                    1
shadowReg_significand     23
writePtr                   4
mem_exponent             112
shadowReg_exponent         8
mem_sign                  14
readPtr                    4
emptyReg                   1
mem_significand          322
stateReg                   3
shadowReg_sign             1
[logic make-up (layout without fill, tap and decap cells)]
| family | count (synthesis) | in the layout |
|---|---|---|
| AOI/OAI and AO/OA | 162 | 162 |
| muxes | 193 | 193 |
| and+or+nand+nor | 143 | 143 |
| DFF | 497 | 497 |
| buffers and inverters | 81 | 194 |
| xor gates and xnor gates | 6 | 6 |
[cells in the final DEF (no fill, tap or decap), types with 25 or more instances in the layout]
master           synthesis  final
o221a_1                 32     32
mux4_2                  32     32
o211ai_1                48     48
buf_4                    7     25
nand2b_1               101    101
edfxtp_1               480    480
clkdlybuf4s50_1          0     69
clkbuf_16                0     53
mux2_2                  62     62
mux2i_1                 64     64
mux2_4                  28     28
[power by group through the flow]
stage	Combinational [mW]	Sequential (mW)	Clock, mW
finish	0.157	1.51	1.32
CTS	0.160	1.51	1.34
global route	0.171	1.51	1.40
[critical path: cells and delay by family, from the launching register on]
kind | cells | cell delay (ns)
compound gates | 1 | 0.16
buf+inv | 2 | 1.07
mux | 2 | 0.90
flops | 1 | 0.72
simple gates | 1 | 0.10
[path summary, 6_finish.rpt]
kind / from / endpoint / cells past startpoint
worst max-delay path: flop / io_deq_bits_significand[21] / 6
worst max register to register: writePtr[1]$_SDFFE_PP0P_ / mem_exponent[10][4]$_DFFE_PP_ / 3
worst min register to register: readPtr[2]$_SDFFE_PP0P_ / flop / 0
worst min-delay path: readPtr[2]$_SDFFE_PP0P_ / flop / 0
Power is estimated from default activity; no workload was simulated.
